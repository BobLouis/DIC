## run.sh

```bash
#!/bin/bash
# OpenROAD 26Q1-2900-gdf79404cd8, Yosys 0.63+post, stock flow scripts
make -C /OpenROAD-flow-scripts/flow DESIGN_CONFIG=/design/flow/config.mk WORK_HOME=/design/flow/orfs finish
```

## constraint.sdc

```tcl
current_design CIPU

set clk_period 5.4
set clk_io_pct 0.2

create_clock -name clk0 -period $clk_period [get_ports {clk}]

set non_clock_inputs [all_inputs -no_clocks]
set_input_delay [expr $clk_period * $clk_io_pct] -clock clk0 $non_clock_inputs
set_output_delay [expr $clk_period * $clk_io_pct] -clock clk0 [all_outputs]
```

## design.v

```verilog
module CIPU(
    input clk,
    input rst,
    input [7:0] people_thing_in,
    input ready_fifo,
    input ready_lifo,
    input [7:0] thing_in,
    input [3:0] thing_num,
    output reg valid_fifo,
    output reg valid_lifo,
    output reg valid_fifo2,
    output reg [7:0] people_thing_out,
    output reg [7:0] thing_out,
    output reg done_thing,
    output reg done_fifo,
    output reg done_lifo,
    output reg done_fifo2
);
reg [2:0] state, next_state;
parameter IDLE = 3'd0,
          READ = 3'd1,
          FIFO_OUT = 3'd2,
          LIFO_OUT = 3'd3,
          FINISH = 3'd4;
reg [7:0] passenger_fifo[0:15];
reg [7:0] baggage_lifo[0:15];
reg [4:0] fifo_head, fifo_tail, lifo_top, lifo_tail;
reg [3:0] thing_num_buf;
reg done_flag, read_done_flag, flag;
always @(posedge clk or posedge rst) begin
    if (rst) state <= IDLE;
    else state <= next_state;
end
always @(*) begin
    if (rst) next_state = IDLE;
    else begin
        case (state)
            IDLE:
                if (ready_fifo) next_state = READ;
                else next_state = IDLE;
            READ:
                if (done_lifo) next_state = FIFO_OUT;
                else next_state = READ;
            FIFO_OUT:
                if (fifo_tail < fifo_head ) next_state = LIFO_OUT;
                else next_state = FIFO_OUT;
            LIFO_OUT:
                if (done_fifo2) next_state = FINISH;
                else next_state = LIFO_OUT;
            FINISH:
                next_state = FINISH;
            default:
                next_state = IDLE;
        endcase
    end
end
always @(posedge clk or posedge rst) begin
    if (rst) begin
        fifo_head <= 0;
        fifo_tail <= 0;
        lifo_top <= 0;
        lifo_tail <= 0;
        valid_fifo <= 0;
        done_fifo <= 0;
        valid_lifo <= 0;
        valid_fifo2 <= 0;
        done_thing <= 0;
        thing_num_buf <= 0;
        done_flag <= 1;
        read_done_flag <= 0;
        flag <= 0;
        done_lifo <= 0;
        done_fifo2 <= 0;
    end else begin
        case (state)
            READ: begin
                if (people_thing_in >= "A" && people_thing_in <= "Z") begin
                    passenger_fifo[fifo_tail] <= people_thing_in;
                    fifo_tail <= fifo_tail + 1;
                end 
                if (thing_in != ";" && thing_in != "$") begin
                    if (lifo_top < 15) begin   
                        lifo_top <= lifo_top + 1;
                        baggage_lifo[lifo_top] <= thing_in;
                    end
                end
                else if (thing_in == ";" && thing_num_buf == 0 && !valid_lifo && !done_thing) begin
                    if(thing_num)
                        thing_num_buf <= thing_num; 
                    else if(flag == 0)
                    begin
                        flag <= 1;
                    end
                end
                else if (thing_in == "$" ) begin
                    read_done_flag <= 1;
                    done_lifo <= 1;
                end
                if (thing_num_buf > 0) begin
                    thing_out <= baggage_lifo[lifo_top -1];
                    lifo_top <= lifo_top - 1;
                    thing_num_buf <= thing_num_buf - 1;  
                    valid_lifo <= 1;  
                    done_flag <= 0;
                end 
                else if(flag)begin
                    thing_out <= "0";
                    valid_lifo <= 1;
                    done_flag <= 0;
                    flag <= 0;
                end
                else if(thing_num_buf == 0 && !done_flag) begin
                    valid_lifo <= 0;
                    done_thing <= 1;
                    done_flag <= 1;
                end
                else begin
                    valid_lifo <= 0;
                    done_thing <= 0;
                end
            end
            FIFO_OUT: begin
                if (fifo_head < fifo_tail) begin
                    people_thing_out <= passenger_fifo[fifo_head];
                    valid_fifo <= 1;
                    done_fifo <= 0;
                end
                else if (fifo_head == fifo_tail)begin
                    valid_fifo <= 0;
                    done_fifo <= 1;
                end
                fifo_head <= fifo_head + 1;
            end
            LIFO_OUT:
            begin
                if (lifo_top > lifo_tail) begin
                    thing_out <= baggage_lifo[lifo_tail];
                    lifo_tail <= lifo_tail + 1;
                    valid_fifo2 <= 1;  
                end 
                else  begin
                    valid_fifo2 <= 0;
                    done_fifo2 <= 1;
                end
            end
            FINISH: begin
            end
        endcase
    end
end
endmodule
```

## config.mk

```make
export PLATFORM = sky130hd
export DESIGN_NAME = CIPU
export DESIGN_NICKNAME = CIPU
export VERILOG_FILES = /design/flow/design.v
export SDC_FILE = /design/flow/constraint.sdc
export NUM_CORES = 4
export LEC_CHECK = 1
export CORE_UTILIZATION = 30
```

==> run summary <==
run metrics: HP Class flip-flop to flip-flop, DRT iter0 DRCs 1115, Post-synth seq share 60.77%, Buf/Inv on CP 2, R2R depth 9, ANT cells 0, # Cells Yosys 1193, OpenROAD warnings 40, post-DR wirelength/cell 23.16 µm, largest stage delay on the critical path 750 ps, cycle use final 78.93%, Yosys Chip Area 14970 µm², Slew Viols, Final 0, number of global-route vias before repair 11050, # Post-CTS Setup Buffers 0, r2r endpoint thing_out[0], RSZ-0062 raised after global routing false, total wire length 44.92 mm, Slew headroom 29.45%, max-cap viol count 0, hold path startpoint fifo_tail[4], Die Size 50790 µm², Reg2Reg Setup Slack 1540 ps, Die Y 225.4 µm, static leakage 5.731 nW, asr flop ratio synth 11.97%, power per cell area 491.8 nW/µm², Setup crit end kind flip-flop, CTS tree yes, vias per std cell 5.676, Fmax 234.6 MHz, mean area per synthesized cell 12.55 µm², standard-cell rows 81, Clock Skew 19.61 ps, Ports 47, crit path cell chain clkdlybuf4s50_1, and4b_1, mux2_2, a221oi_1, and3_1, nand2_1, nor3_1, buf_4, vias 11010, CTS clock-pin slew for the worst setup and hold paths 60 ps, H-tree depth 2, Post-synth EDFFs 272, yosys warning tally 3, insertion delay at the late pin of the worst-skew pair 520 ps, actual slew at the worst max-slew pin 1050 ps, Worst setup SP type primary input, Syn-to-layout area delta 16.64%, reg-to-reg startpoint lifo_top[0], core utilization at floorplan 30.51%, global route overflow 0, CTS resizes 0, slowest CP cell clkdlybuf4s50_1, antenna violations before repair 2, Placer Congestion 0.9927, CP required 5640 ps, CTS Root Cell clkbuf_16, final setup vio count 0, PortBufs 45, Worst Hold Endpoint fifo_tail[4], Synth Register Bits 309, Mapped Area 14970 µm², CP Max Fanout 18, peak supply drop 214.6 µV, family with the most delay on the worst path simple AND/OR/NAND/NOR gates, DRC errors left 0, core area 49050 µm², DP Wirelength 28.44 mm, first drt pass iteration count 8, main flop type edfxtp_1, Setup CP Type primary input to flip-flop, post-layout min period 4262 ps, Total GRT Usage 18.66%, CTS Buf Count 34, Gate Count Post-Synth 1193, setup_tns 0 ps, status finished clean, ANT nets after route 0, Hold Path Depth 1, TritonCTS Sinks 309, width of the die 225.4 µm, CTS hold repair buffers 0, largest net degree at the start of global routing 50, Final Util 35.59%, Final Hold Fails 0, Synth cell types 85, CTS Buffer Depth 3, WP data arrival 4510 ps, first-pass GRT wire length 67.64 mm, share of cells above drive strength 1 12.62%
cells in the mapped netlist (5+ instances only):
| cell | number | area, µm² |
|---|---|---|
| a211oi_1 | 8 | 60.06 |
| a21oi_1 | 45 | 225.2 |
| a221oi_1 | 27 | 236.5 |
| a222oi_1 | 26 | 260.3 |
| a22o_1 | 12 | 105.1 |
| a22oi_1 | 50 | 375.4 |
| a311oi_1 | 5 | 43.79 |
| a31oi_1 | 18 | 112.6 |
| a32oi_1 | 14 | 122.6 |
| and2_1 | 5 | 31.28 |
| and3_1 | 9 | 56.30 |
| buf_1 | 14 | 52.55 |
| buf_2 | 25 | 125.1 |
| buf_4 | 6 | 45.04 |
| buf_6 | 5 | 56.30 |
| clkbuf_1 | 30 | 112.6 |
| clkbuf_8 | 8 | 110.1 |
| dfrtp_1 | 35 | 875.8 |
| edfxtp_1 | 272 | 8168 |
| ha_1 | 29 | 362.9 |
| inv_1 | 35 | 131.4 |
| mux2_2 | 17 | 191.4 |
| mux2i_1 | 41 | 410.4 |
| mux4_2 | 5 | 112.6 |
| nand2_1 | 85 | 319.1 |
| nand2b_1 | 5 | 31.28 |
| nand3_1 | 47 | 235.2 |
| nand4_1 | 18 | 112.6 |
| nor2_1 | 68 | 255.2 |
| nor2b_1 | 7 | 43.79 |
| nor3_1 | 24 | 120.1 |
| nor4_1 | 7 | 43.79 |
| o211ai_1 | 6 | 45.04 |
| o21ai_0 | 60 | 300.3 |
| o221ai_1 | 5 | 43.79 |
| o22ai_1 | 16 | 100.1 |
| o32ai_1 | 7 | 61.31 |
| xnor2_1 | 15 | 131.4 |
flip-flops by register name, indices dropped and copies added (netlist names), 5 cells and up:
register	cells
baggage_lifo	128
fifo_head	5
fifo_tail	5
lifo_tail	5
lifo_top	5
passenger_fifo	128
people_thing_out	8
thing_out	8
metrics by stage:
step                      setup slack (ps)  total power (W)  cell area [µm²]  std cells  hold slack (ps)
after floorplan                       2049         0.005109            14970       1193            425.9
after global placement               786.4         0.006022            16250       1880            459.3
after detailed placement             677.3         0.006013            16250       1880            466.8
after CTS                             1209         0.008504            17460       1940            478.3
after global routing                 912.5         0.008928            17460       1940            494.9
final                                 1138         0.008587            17460       1940            474.2
logic make-up (layout without fill, tap and decap cells):
| kind of cell | Yosys count | in the layout | share of synthesized area [%] |
|---|---|---|---|
| muxes | 63 | 63 | 4.773 |
| xor gates and xnor gates | 19 | 19 | 1.112 |
| AOI/OAI and AO/OA | 348 | 348 | 16.93 |
| adders and majority gates | 29 | 29 | 2.424 |
| and+or+nand+nor | 297 | 297 | 9.605 |
| buffers and inverters | 128 | 211 | 4.389 |
| DFF | 309 | 309 | 60.77 |
where the power goes:
group / switching, W / internal (W)
Combinational: 0.00210 / 0.00108
Clock: 0.000956 / 0.00153
Sequential: 0.000145 / 0.00277
worst max-delay path by stage:
| stage | from | end | slack (ps) | cells past startpoint |
|---|---|---|---|---|
| 6_report | thing_in[0] | baggage_lifo[3][1] | 1140 | 8 |
| 5_1_grt | thing_in[0] | baggage_lifo[3][1] | 910 | 8 |
| 4_1_cts | thing_in[0] | baggage_lifo[3][2] | 1210 | 8 |
per-layer routing:
layer	GRT usage (%)	wire length [µm]	up-vias
met4	6.364	1889	4
li1	-	-	4849
met2	26.54	19270	774
met1	23.62	16760	5247
met5	0.3910	27	-
met3	11.61	6975	137
layout by cell type (no fill, tap or decap), types with 5 or more instances in the layout:
cell	count
a222oi_1	26
o221ai_1	5
nor3_1	24
mux4_2	5
nor4_1	7
nor2b_1	7
a221oi_1	27
o211ai_1	6
a21oi_1	45
a31oi_1	18
nand4_1	18
a22o_1	12
xnor2_1	15
mux2i_1	41
dfrtp_1	33
edfxtp_1	272
nand3_1	47
buf_4	67
o32ai_1	7
o22ai_1	16
clkdlybuf4s50_1	45
clkbuf_16	37
bufinv_16	6
a22oi_1	50
nor2_1	68
a32oi_1	14
and2_1	5
o21ai_0	60
nand2b_1	5
ha_1	28
nand2_1	85
and3_1	9
mux2_2	17
a311oi_1	5
a211oi_1	8
inv_1	34
clkinv_1	11
area by class of cell:
cell class,count,area (µm²)
Tap cell,664,830.8
Fill cell,4693,31590
Clock buffer,39,933.4
Timing Repair Buffer,112,953.4
Clock inverter,21,279.0
Inverter,39,146.4
Multi-Input combinational cell,756,5218
Sequential cell,309,9099
No activity file was given, so power comes from the tool's default toggle rates.
